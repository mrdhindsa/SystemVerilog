$ cat ./config.mk
export PLATFORM = sky130hd
export DESIGN_NAME = alu_32bit
export DESIGN_NICKNAME = alu_32bit
export VERILOG_FILES = /design/flow/design.v
export SDC_FILE = /design/flow/constraint.sdc
export NUM_CORES = 4
export LEC_CHECK = 1
export CORE_UTILIZATION = 30
$ cat ./constraint.sdc
current_design alu_32bit

set clk_period 14.8
set clk_io_pct 0.2

create_clock -name clk0 -period $clk_period

set non_clock_inputs [all_inputs -no_clocks]
set_input_delay [expr $clk_period * $clk_io_pct] -clock clk0 $non_clock_inputs
set_output_delay [expr $clk_period * $clk_io_pct] -clock clk0 [all_outputs]
$ cat ./design.v
`timescale 1ns / 1ps
module alu_32bit(
    input logic [31:0]  reg_1,
    input logic [31:0]  reg_2,
    input logic [3:0]   alu_opsel,
    output logic [31:0] alu_res
    );
    always @* begin
    case (alu_opsel)
        4'b1111 : alu_res = 32'b00000000000000000000000000000000;
        4'b0000 : alu_res = reg_1 + reg_2;
        4'b0011 : alu_res = reg_1 - reg_2;
        4'b1000 : alu_res = reg_1 & reg_2;
        4'b1001 : alu_res = reg_1 | reg_2;
        4'b1011 : alu_res = ~reg_1;
        4'b1010 : alu_res = reg_1 ^ reg_2;
        4'b1101 : alu_res = reg_1[31:0] << 1'b1;
        4'b0100 : alu_res = reg_1;
        4'b0110 : alu_res = reg_1;
        default : alu_res = 32'b00000000000000000000000000000000;
    endcase
    end
endmodule
$ cat ./run.sh
#!/bin/bash
# OpenROAD 26Q1-2900-gdf79404cd8, Yosys 0.63+post, stock flow scripts
make -C /OpenROAD-flow-scripts/flow DESIGN_CONFIG=/design/flow/config.mk WORK_HOME=/design/flow/orfs finish
==> impl_metrics.json <==
{
  "numPortBuffers": 100,
  "fillCellCount": 1520,
  "pre_cts_slack_ns": 4.004,
  "setup_viol_count_final": 0,
  "drt-pass1-iter-count": 5,
  "fin_worst_hold_slack_ns": 7.090,
  "max-vdd-ir-drop_mv": 0.01257,
  "syn_to_final_growth_pct": 26.74,
  "grt_pass1_wl_mm": 23.69,
  "grtUsageTotal_pct": 19.53,
  "slew_headroom_pct": 49.28,
  "worst_slew_pin_slew_ns": 0.7600,
  "grt_pass1_vias": 4613,
  "seq_cell_count": 0,
  "cts_setup_buffers": 0,
  "top_cells_by_area": "ha_1 27%, xnor2_1 9.6%, a221oi_1 6.7%, o21ai_0 6.4%, inv_1 6.0%",
  "drive_gt1_share_pct": 3.172,
  "required_ns": 11.84,
  "vias": 4875,
  "cp_slowest_cell": "clkdlybuf4s50_1",
  "setup_ws_ns": 4.004,
  "nClkBuffers": 0,
  "yosysWarnings": 1,
  "ys_cells": 646,
  "crit_fanout": 18,
  "critical_path.most_common_cell": "o21ai_0",
  "postCtsResizedCells": 0,
  "path_cells": "clkdlybuf4s50_1, nand3_1, o21ai_0, inv_1, ha_1, nor2b_1, o2111a_1, o211ai_1, a21boi_0, o21ai_0, a21o_1, o21ai_0, xnor2_1, o211ai_1, clkdlybuf4s50_1",
  "critPathLaunchType": "primary input",
  "openroad.warnings": 65,
  "avgRoutedWirePerCell_um": 16.04,
  "post-route-util_pct": 38.97,
  "antenna_cells": 0,
  "worstSetupPathType": "primary input to primary output",
  "antenna_left": 0,
  "syn_area_um2": 4469,
  "rsz0062_at_grt": "no",
  "postCtsHoldBufs": 0,
  "drc": 0,
  "max_freq_mhz": 92.63,
  "status": "completed",
  "p_leak_nw": 2.500,
  "grt_overflow": 0,
  "top_area_share_pct": 26.88,
  "ys_types": 51,
  "fp_util_pct": 30.75,
  "dp_hpwl_mm": 11.40,
  "finalCritPeriodShare_pct": 72.94,
  "finalWirelength_mm": 14.58,
  "ys_top_cells_by_count": "96 x ha_1, 72 x inv_1, 60 x nor2_1",
  "rows": 44,
  "antenna_found_initial": 0,
  "hp-class": "primary input to primary output",
  "core_um2": 14530,
  "final_max_slew_viol_count": 0,
  "design_area_um2": 5664,
  "yosys_area_um2": 4469,
  "hold_viol_final": 0,
  "mi_logic_area_um2": 4103,
  "die_h_um": 124.1,
  "seqCellArea_um2": 0,
  "syn_inst": 646,
  "top_cell": "ha_1",
  "layout_min_cycle_time_ns": 10.80,
  "gp_congestion": 0.9106,
  "critPathArrivalTime_ns": 7.84,
  "fin_setup_tns_ns": 0,
  "avgSynthCellArea_um2": 6.918,
  "die_area_um2": 15390,
  "io-pin-count": 100,
  "drv_cap": 0,
  "largest_area_cell": "ha_1",
  "synth_seq_share_pct": 0,
  "placedInstanceArea_um2": 5664,
  "drtIter0Drc": 357,
  "endpoint_kind": "primary output",
  "grt_max_degree": 33,
  "slowest_delay_ns": 0.67,
  "powerDensity_nw_per_um2": 35.64,
  "viasPerCell": 5.363,
  "die_x_um": 124.1
}
critical path, delay by kind of cell:
kind	cells	cell delay, ns
buf+inv	3	1.25
xor+xnor	1	0.18
fa+ha+maj	1	0.27
compound gates	8	2.45
simple gates	2	0.73
metrics by stage:
step / total power, mW / instances
3_3_place_gp: 0.2016 / 909
2_1_floorplan: 0.1172 / 646
6_report: 0.2019 / 909
3_5_place_dp: 0.2005 / 909
4_1_cts: 0.2023 / 909
5_1_grt: 0.2265 / 909
final timing paths:
check / startpoint / to / cells after the start / slack [ns]
setup / recovery: alu_opsel[0] / alu_res[25] / 15 / 4.00
hold / removal: reg_1[2] / alu_res[2] / 4 / 7.09
cell type report:
cell class | count | area share [%]
well taps | 184 | 4.065
inverters | 72 | 4.771
repair buffers | 108 | 18.73
multi-input cells | 545 | 72.43
cells in the final DEF, fill, tap and decap left out, types with 3 or more instances in the layout:
cell type        Yosys  layout
xor2_1              10      10
inv_1               72      72
nand2_1             38      38
nor2_1              60      59
xnor2_1             49      49
o211ai_1            18      18
a31oi_1              8       8
o31ai_1              8       8
o41ai_1              3       3
a21o_1              19      19
o21bai_1             6       6
o21a_1               3       3
a22oi_1             11      11
buf_4                0       8
nand3_1              9       9
ha_1                96      96
and3_1               4       4
a21oi_1             42      42
o2111ai_1            3       3
a211oi_1            13      13
nor3_1               3       3
nand4_1              7       7
nor2b_1              7       7
clkdlybuf4s50_1      0     100
a221oi_1            34      34
o21ai_0             57      57
and2_1               4       4
logic make-up (layout without fill, tap and decap cells):
group                    Yosys count  count (layout)  synth area share, %
AND-OR/OR-AND                    237             237                35.69
AND/OR/NAND/NOR                  151             151                16.57
buffers and inverters            101             180                8.483
adder cells (fa/ha/maj)           97              97                27.32
XOR/XNOR                          60              60                11.93
report_power, final:
group / switching, mW / leakage (nW) / total (mW) / internal, mW
registers: 0 / 0 / 0 / 0
logic: 0.104 / 2.50 / 0.202 / 0.0983
clock network: 0 / 0 / 0 / 0
total: 0.104 / 2.50 / 0.202 / 0.0983
layer usage:
metal | wire (µm) | vias to the layer above | global-route usage (%) | share of wire (%)
li1 | - | 2521 | - | -
met3 | 807 | 8 | 0.9346 | 5.5
met1 | 7362 | 2209 | 29.65 | 51
met2 | 6293 | 137 | 31.25 | 43
met4 | 112 | 0 | 2.083 | 0.77
met5 | 0 | - | 0 | 0
No activity file was given, so power comes from the tool's default toggle rates.
